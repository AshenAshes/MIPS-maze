$ cat ./run.sh
#!/bin/bash
# OpenROAD 26Q1-2900-gdf79404cd8, Yosys 0.63+post, stock flow scripts
make -C /OpenROAD-flow-scripts/flow DESIGN_CONFIG=/design/flow/config.mk WORK_HOME=/design/flow/orfs finish
$ cat ./config.mk
export PLATFORM = sky130hd
export DESIGN_NAME = state
export DESIGN_NICKNAME = state
export VERILOG_FILES = /design/flow/design.v
export SDC_FILE = /design/flow/constraint.sdc
export NUM_CORES = 4
export LEC_CHECK = 1
export CORE_UTILIZATION = 30
$ cat ./constraint.sdc
current_design state

set clk_period 6.2
set clk_io_pct 0.2

create_clock -name clk0 -period $clk_period [get_ports {vs}]

set non_clock_inputs [all_inputs -no_clocks]
set_input_delay [expr $clk_period * $clk_io_pct] -clock clk0 $non_clock_inputs
set_output_delay [expr $clk_period * $clk_io_pct] -clock clk0 [all_outputs]
$ cat ./design.v
`timescale 1ns / 1ps
module state(
	input wire reset, 
	input wire [3:0] Direction,
	input wire vs,
	input reg [9:0]Px,
	input reg [9:0]Py,
	output reg win
    );
	reg [1:0] state=0;
	parameter RESET = 2'b00, MOVE = 2'b01, CHECK = 2'b10;
	parameter PaDn=4'b0001,PaUp=4'b0100,PaRight=4'b0010,PaLeft=4'b1000,Stop=4'b0000;
	reg [299:0]map=0; 
	reg [299:0]exit=0; 
	always@(posedge vs)begin
		map<=300'b11011111110111111101_10001000000100001001_10111110111101101001_10100000000000101111_10101011111111100001_10101001000010111001_11101111111010000011_00100010010011111001_10001010000000101101_10101000111100101001_11101111100110101001_10100100000000101100_10111110011111100110_10000000100010000000_11111111101111111100;
		if(reset)
			state<=RESET;
		case(state)
		RESET:begin 
		Px<=0;
		Py<=0;
		win<=0;
		map<=0;
		exit[299]<=1'b1;
		if(Direction==PaDn||Direction==PaUp||Direction==PaLeft||Direction==PaRight)
		state<=MOVE;
		end
		MOVE:begin
		case(Direction)
		PaDn:begin 
		if(Py<14)
			Py<=Py+1;
		end
		PaUp:begin
		if(Py>0)
			Py<=Py-1;
		end
		PaLeft:begin
		if(Px>0)
			Px<=Px-1;
		end
		PaRight:begin
		if(Px<19)
			Px<=Px+1;
		end
		endcase
		state<=CHECK;
		end
		CHECK:begin
		if(Px==10'b00000010001&&Py==10'b0000001110) begin
		win<=1'b1;
		state<=RESET;
		end
		else state<=MOVE;
		end
		endcase
		end
endmodule
==> design notes <==
The flip-flop and latch count after synthesis is 23, and the total number of yosys warnings is 1. For this run, asynchronously set or reset flops after synthesis account for 0%. The flow did not finish. For this design, Yosys synthesis ends with a cell count of 185. The area recorded from the Yosys report for this design is 0.00172 mm^2. The tool reported: "ERROR: Found 20 problems in 'check -assert'". The synthesized design contains 21 enable-type register cells. In this run, distinct cell masters in the synthesized netlist total 45. For this run, the register share of the synthesized area comes to 38.9%. It got as far as 1_2_yosys and failed there. Post-synth the commonest register cell is edfxtp_1.
[cells by family after synthesis]
| group | synth area share (%) |
|---|---|
| adders and majority gates | 6.54 |
| DFF | 38.9 |
| muxes | 0.871 |
| xor gates and xnor gates | 8.64 |
| and+or+nand+nor | 22.3 |
| buffers and inverters | 2.98 |
| AOI/OAI and AO/OA | 19.8 |
[synth_stat cells (4+ instances only)]
| library cell | n | area (um^2) |
|---|---|---|
| edfxtp_1 | 21 | 631 |
| nor2_1 | 16 | 60.1 |
| a21oi_1 | 13 | 65.1 |
| o21ai_0 | 12 | 60.1 |
| nor3_1 | 11 | 55.1 |
| nand2_1 | 10 | 37.5 |
| xnor2_1 | 10 | 87.6 |
| a21o_1 | 9 | 67.6 |
| ha_1 | 9 | 113 |
| clkbuf_1 | 7 | 26.3 |
| xor2_1 | 7 | 61.3 |
| nand3_1 | 5 | 25.0 |
| a31oi_1 | 4 | 25.0 |
| nor4_1 | 4 | 25.0 |
