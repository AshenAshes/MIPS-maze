**design.v**
```verilog
`timescale 1ns / 1ps
module AntiJitter(
	input clk, input I, output reg O
);
	parameter WIDTH = 20;
	reg [WIDTH-1:0] cnt = 0;
	always @ (posedge clk)
	begin
		if(I)
		begin
			if(&cnt)
				O <= 1'b1;
			else
				cnt <= cnt + 1'b1;
		end
		else
		begin
			if(|cnt)
				cnt <= cnt - 1'b1;
			else
				O <= 1'b0;
		end
	end
endmodule
```
**run.sh**
```bash
#!/bin/bash
# OpenROAD 26Q1-2900-gdf79404cd8, Yosys 0.63+post, stock flow scripts
make -C /OpenROAD-flow-scripts/flow DESIGN_CONFIG=/design/flow/config.mk WORK_HOME=/design/flow/orfs finish
```
**config.mk**
```make
export PLATFORM = sky130hd
export DESIGN_NAME = AntiJitter
export DESIGN_NICKNAME = AntiJitter
export VERILOG_FILES = /design/flow/design.v
export SDC_FILE = /design/flow/constraint.sdc
export NUM_CORES = 4
export LEC_CHECK = 1
export CORE_AREA = 10 10 99 99
export DIE_AREA = 0 0 109 109
```
**constraint.sdc**
```tcl
current_design AntiJitter

set clk_period 5.3
set clk_io_pct 0.2

create_clock -name clk0 -period $clk_period [get_ports {clk}]

set non_clock_inputs [all_inputs -no_clocks]
set_input_delay [expr $clk_period * $clk_io_pct] -clock clk0 $non_clock_inputs
set_output_delay [expr $clk_period * $clk_io_pct] -clock clk0 [all_outputs]
```
==> datasheet_impl.txt <==
Table: implementation figures

Parameter                              Value

Timing
  Max-slew violation count .................. 0
  Number of failing hold endpoints at the final stage .................. 0
  Max frequency .................. 0.262 GHz
  Time the final worst path needs with I/O delays and setup .................. approximately 3.8 ns
  # setup viols final .................. 0
  Period utilisation layout .................. 72.1%
  Final TNS setup .................. 0 ns
  Crit path setup slack, layout .................. 1.48 ns
  Max transition margin .................. between 50% and 60%
  Slew at the pin closest to its max-slew limit .................. 0.705 ns
  Unrepaired setup endpoints after global routing .................. no
  Worst hold slack across all endpoints .................. ~0.7 ns
  Clock Skew .................. 0.00476 ns

Clock network
  Total number of H-tree levels .................. 1
  Clock net sink count .................. 21
  Cell at the root of the clock tree .................. sky130_fd_sc_hd__clkbuf_8
  Number of buffers created by CTS .................. 3
  Hold buffer count at cts .................. 0
  Post-CTS clock slew at the launch and capture registers of the worst setup and hold paths .................. 0.08 ns
  Max clock buf depth .................. 2
  Clock tree from TritonCTS .................. done
  Post-CTS Setup Bufs .................. 0
  Insertion delay at the late pin of the worst-skew pair .................. 0.26 ns
  Count of cells resized by post-cts repair .................. 0

Placement
  IO Port Bufs .................. 2
  Routability cong. .................. 0.853
  Setup slack at placement .................. 1.19 ns
  Post-DP HPWL .................. 2360 microns
  DP Area .................. 1790 sq um
  Cell count after placement .................. 256

Yosys
  Number of distinct library cell variants in the gate-level netlist after synthesis .................. 34
  Cell taking the most area after synthesis .................. sky130_fd_sc_hd__edfxtp_1
  Ys async rst share .................. 0%
  Synthesized area divided by synthesized cell count .................. 10.8 sq um
  Yosys synthesis chip area .................. 1630 sq um
  Post-Synthesis Cell Area .................. 1630 sq um
  Instance count of the mapped netlist .................. 151
  Dominant Register Cell .................. sky130_fd_sc_hd__edfxtp_1
  Cell with the most instances after synthesis .................. sky130_fd_sc_hd__edfxtp_1
  Cells in synth_stat.txt .................. 151
  Sequential area share after synthesis .................. 38.6%
  Number of flops mapped to enable cells by yosys .................. 21
  Ys Warns .................. 1
  Area share of the largest cell type after synthesis .................. 38.6%
  Cell types with the largest area share after synthesis .................. sky130_fd_sc_hd__edfxtp_1 (39%), sky130_fd_sc_hd__ha_1 (14%), sky130_fd_sc_hd__xnor2_1 (5.9%)
  Leading post-synthesis cells by instance count .................. sky130_fd_sc_hd__edfxtp_1 (21), sky130_fd_sc_hd__ha_1 (18), sky130_fd_sc_hd__a21oi_1 (15)
  Registers, synthesis .................. 21

GRT
  Initial antenna violation count .................. 0
  Total GRT Usage .................. 5.69%
  Number of global-route vias before repair .................. 1178
  Largest net degree at the start of global routing .................. 20
  First-pass GRT wire length .................. around 5500 microns
  Total congestion overflow .................. 0

Detailed routing
  Remaining antenna violation count .................. 0
  Drt drc .................. 0
  Routed WL per cell .................. about 12 microns
  Per-cell via count in the routed design .................. 4.53
  Drt total wl .................. 3120 microns
  Violation count after the first detailed-routing iteration .................. 47
  Vias .................. 1179
  Antenna diodes .................. 0
  Number of detailed-route iterations in the first pass .................. 4

Status
  Run status .................. complete, no violations

Setup path
  Required time at the worst-slack endpoint .................. 5.32 ns
  Data arrival, critical path .................. 3.84 ns
  Critical path launch point type .................. input pin
  Category of the worst setup path capture point .................. flop
  Path depth of the worst reg2reg path .................. 7
  Critical path fanouts, max .................. 19
  Worst Setup Path Type .................. in2reg

Pwr
  PD cells .................. 632 nW/um^2
  Static leakage power .................. 0.727 nW
  Design Power .................. 1.16 mW
  Worst-case vdd ir drop .................. between 0.1 and 0.15 mV

Final layout
  Fraction of final layout cells sized beyond drive strength 1 .................. 6.33%
  Design Area, Final .................. 1830 sq um
  Count of non-filler cells in the finished layout .................. 260
  Area growth syn-to-layout .................. 12.3%
  Utilization after layout .................. 23.7%

Floorplan
  Core utilization before placement .................. 21.1%
  Chip Area .................. 11900 sq um
  Core area .................. 7730 sq um
  Vert. Die Dim .................. 109 microns
  Die outline width .................. between 100 and 150 microns
  Number of I/O pins .................. 3
  Site Rows .................. 32

Min path
  Count of cells along the worst hold path .................. 1
  Worst Hold Class .................. reg2reg

Run
  Tool warning count .................. 25
  Total of max-cap violations .................. 0
cells in the final DEF, fill, tap and decap left out, types with 2 or more instances in the layout:
| cell | netlist | layout |
|---|---|---|
| sky130_fd_sc_hd__a21oi_1 | 15 | 15 |
| sky130_fd_sc_hd__nor3_1 | 2 | 2 |
| sky130_fd_sc_hd__xor2_1 | 8 | 8 |
| sky130_fd_sc_hd__nand3_1 | 3 | 3 |
| sky130_fd_sc_hd__a31oi_1 | 4 | 4 |
| sky130_fd_sc_hd__clkdlybuf4s50_1 | 0 | 2 |
| sky130_fd_sc_hd__mux2i_1 | 2 | 2 |
| sky130_fd_sc_hd__nand2b_1 | 3 | 3 |
| sky130_fd_sc_hd__a21o_1 | 10 | 10 |
| sky130_fd_sc_hd__nand4_1 | 6 | 6 |
| sky130_fd_sc_hd__inv_1 | 3 | 3 |
| sky130_fd_sc_hd__clkbuf_8 | 0 | 3 |
| sky130_fd_sc_hd__nor4_1 | 5 | 5 |
| sky130_fd_sc_hd__nor2_1 | 6 | 6 |
| sky130_fd_sc_hd__o21ai_0 | 5 | 5 |
| sky130_fd_sc_hd__edfxtp_1 | 21 | 21 |
| sky130_fd_sc_hd__ha_1 | 18 | 18 |
| sky130_fd_sc_hd__nand2_1 | 8 | 8 |
| sky130_fd_sc_hd__o21a_1 | 3 | 3 |
| sky130_fd_sc_hd__and3_1 | 3 | 3 |
| sky130_fd_sc_hd__xnor2_1 | 11 | 11 |
worst max-delay path, cell delays in order:
cell                              delay, ns
sky130_fd_sc_hd__clkdlybuf4s50_1       0.49
sky130_fd_sc_hd__inv_1                 0.56
sky130_fd_sc_hd__ha_1                  0.39
sky130_fd_sc_hd__a21o_1                0.21
sky130_fd_sc_hd__a221oi_2              0.43
sky130_fd_sc_hd__o31ai_2               0.16
sky130_fd_sc_hd__a21o_4                0.27
sky130_fd_sc_hd__o31ai_4               0.17
sky130_fd_sc_hd__xnor2_1               0.08
final cells by class:
| class | count | area [sq um] |
|---|---|---|
| Timing Repair Buffer | 3 | 27.5 |
| Tap cell | 102 | 128 |
| Sequential cell | 21 | 631 |
| Inverter | 3 | 11.3 |
| Clock buffer | 4 | 45.0 |
| Multi-Input combinational cell | 127 | 991 |
| Fill cell | 808 | 5890 |
metal layers:
metal	track usage [%]	up-vias	wire (microns)
li1	-	617	-
met1	8.24	545	1590
met2	8.87	15	1390
met3	1.02	2	102
met4	0.942	0	41
met5	0	-	0
report_power, final:
| part | switching, mW | total, mW | internal [mW] |
|---|---|---|---|
| Sequential | 0.0697 | 0.388 | 0.318 |
| Combinational | 0.357 | 0.663 | 0.306 |
| Clock | 0.0536 | 0.107 | 0.0536 |
cell families (layout without fill, tap and decap cells):
logic type / after synthesis / in the layout / share of synthesized area (%)
AND-OR/OR-AND: 48 / 48 / 21.5
AND/OR/NAND/NOR: 39 / 39 / 12.7
flip-flops: 21 / 21 / 38.6
adder cells (fa/ha/maj): 19 / 19 / 15.0
XOR/XNOR: 19 / 19 / 10.2
buffers and inverters: 3 / 10 / 0.690
multiplexers: 2 / 2 / 1.23
flip-flops by register name, summed over array words and instances (netlist names):
signal and flops:
O 1, cnt 20
path summary, 6_finish.rpt:
| kind | endpoint | startpoint | slack [ns] |
|---|---|---|---|
| setup / recovery | cnt[16]$_DFFE_PP_ | I | 1.48 |
| hold / removal | cnt[0]$_DFFE_PP_ | cnt[0]$_DFFE_PP_ | 0.69 |
| setup reg to reg | cnt[16]$_DFFE_PP_ | cnt[0]$_DFFE_PP_ | 2.81 |
| hold reg to reg | cnt[0]$_DFFE_PP_ | cnt[0]$_DFFE_PP_ | 0.69 |
Power and IR drop assume default switching activity.
